==> flow/design.v <==
module priority_mux
  #(
    parameter N_PRIORITY_WIDTH = 2,
    parameter N_SIGNAL_WIDTH = 8,
    parameter N_SIGNALS = 4
  )
  (
    input clk,
    input rst,
    input [N_PRIORITY_WIDTH * N_SIGNALS - 1: 0] priorities_in,
    input [N_SIGNAL_WIDTH * N_SIGNALS - 1: 0] signals_in,
    output [N_SIGNAL_WIDTH - 1 : 0] signal_out,
    input [N_SIGNALS - 1 : 0] signal_req,
    output reg [N_SIGNALS - 1 : 0] signal_ack,
    output busy
  );
  localparam N_STAGES = $clog2(N_SIGNALS);
  localparam MIN_PRIORITY = 2**N_PRIORITY_WIDTH - 1;
  wire [N_SIGNAL_WIDTH - 1 : 0] signals_w [N_SIGNALS - 1 : 0];
  wire [N_PRIORITY_WIDTH - 1 : 0] priorities_w [N_SIGNALS - 1 : 0];
  reg [N_PRIORITY_WIDTH - 1 : 0] p_compares_q [N_SIGNALS - 2 : 0];  
  reg [N_STAGES - 1 : 0] p_selections_q [N_SIGNALS - 2 : 0];  
  genvar stage, i;
  generate
    for(stage = 0; stage < N_STAGES; stage = stage + 1) begin : stage_inst
      for(i = 0; i < (N_SIGNALS / (2 ** (stage + 1))); i = i + 1) begin : compare_inst
        localparam index = i * 2;  
        if(stage == 0) begin
          always @(posedge clk) begin
            if (!rst) begin
              p_compares_q[i] <= MIN_PRIORITY;
              p_selections_q[i] <= 0;
            end else begin
              if (|signal_req[index + 1 : index]) begin
                p_compares_q[i] <= (priorities_w[index] <= priorities_w[index + 1]) ? priorities_w[index] : priorities_w[index + 1];
                p_selections_q[i] <= (priorities_w[index] <= priorities_w[index + 1]) ? index : (index + 1);
              end
            end
          end
        end else begin
          localparam j_0 = N_SIGNALS - N_SIGNALS / (2 ** (stage - 1));
          localparam j_1 = N_SIGNALS - N_SIGNALS / (2 ** (stage));
          always @(posedge clk) begin
            if (!rst) begin
              p_compares_q[j_1 + i] <= MIN_PRIORITY;
              p_selections_q[j_1 + i] <= 0;
            end else begin
              p_compares_q[j_1 + i] <= (p_compares_q[j_0 + index] <= p_compares_q[j_0 + index + 1]) ? p_compares_q[j_0 + index] : p_compares_q[j_0 + index + 1];
              p_selections_q[j_1 + i] <= (p_compares_q[j_0 + index] <= p_compares_q[j_0 + index + 1]) ? p_selections_q[j_0 + index] : p_selections_q[j_0 + index + 1];
            end
          end
        end
      end
    end
  endgenerate
  genvar j;
  generate
    for(j = 0; j < N_SIGNALS; j = j + 1) begin : signal_inst
      assign signals_w[j] = signals_in[(j + 1) * N_SIGNAL_WIDTH - 1 : j * N_SIGNAL_WIDTH];
      assign priorities_w[j] = signal_req[j] ? priorities_in[(j + 1) * N_PRIORITY_WIDTH - 1 : j * N_PRIORITY_WIDTH] : MIN_PRIORITY;
    end
  endgenerate
  localparam [1 : 0] STATE_IDLE = 0,
  STATE_WAIT = 1,
  STATE_DONE = 2;
  reg [1 : 0] state;
  localparam N_CNT_WIDTH = $clog2(N_STAGES);
  reg [N_CNT_WIDTH - 1 : 0] cnt_stage;
  reg [N_STAGES - 1 : 0] final_selection;
  always @ (posedge clk) begin
    if(!rst) begin
      signal_ack <= 0;
      final_selection <= 0;
      cnt_stage <= 0;
      state <= STATE_IDLE;
    end 
    else begin
      case (state)
        STATE_IDLE : begin
          if(|signal_req) begin
            cnt_stage <= 0;
            state <= STATE_WAIT;
          end
        end
        STATE_WAIT : begin
          if(cnt_stage == N_STAGES - 1) begin
            signal_ack <= 1 << p_selections_q[N_SIGNALS - 2];  
            final_selection <= p_selections_q[N_SIGNALS - 2];  
            state <= STATE_DONE;
          end 
          else begin
            cnt_stage <= cnt_stage + 1;
          end
        end
        STATE_DONE : begin
          signal_ack <= 0;
          state <= STATE_IDLE;
        end
      endcase
    end
  end
  assign signal_out = signals_w[final_selection];
  assign busy = state != STATE_IDLE;
endmodule
==> flow/run.sh <==
#!/bin/bash
# OpenROAD 26Q1-2900-gdf79404cd8, Yosys 0.63+post, stock flow scripts
make -C /OpenROAD-flow-scripts/flow DESIGN_CONFIG=/design/flow/config.mk WORK_HOME=/design/flow/orfs finish
==> flow/config.mk <==
export PLATFORM = sky130hd
export DESIGN_NAME = priority_mux
export DESIGN_NICKNAME = priority_mux
export VERILOG_FILES = /design/flow/design.v
export SDC_FILE = /design/flow/constraint.sdc
export NUM_CORES = 4
export LEC_CHECK = 1
export CORE_AREA = 10 10 85 85
export DIE_AREA = 0 0 95 95
==> flow/constraint.sdc <==
current_design priority_mux

set clk_period 1.8
set clk_io_pct 0.2

create_clock -name clk0 -period $clk_period [get_ports {clk}]

set non_clock_inputs [all_inputs -no_clocks]
set_input_delay [expr $clk_period * $clk_io_pct] -clock clk0 $non_clock_inputs
set_output_delay [expr $clk_period * $clk_io_pct] -clock clk0 [all_outputs]
==> impl_metrics.py <==
# Metrics from the implementation run
metrics = {
    "final_timing": {
        "finClkSkew_ns": 0.00289,
        "period_used_pct": 96.0,
        "drv_slew": 0,
        "max_slew_margin_pct": 72.7,
        "fin_crit_ns": 1.73,
        "rsz0062_at_grt": "false",
        "setup_viol": 0,
        "hold_violations": 0,
        "tightest_slew_ns": 0.410,
        "fmax_mhz": 579,
    },
    "critical_path": {
        "worstSetupPathType": "flop to output pin",
        "cp-start-kind": "flop",
        "max_stage_delay_ns": 0.48,
        "crit_slowest_cell": "mux4_2",
        "rrSetupSlack_ns": 0.31,
        "path_max_fanout": 5,
        "r2r_cells": 6,
        "rr_startpoint": "state[1]$_SDFFE_PN0P_",
        "worst_setup_path_end_kind": "output pin",
        "crit_chain": "buf_12 > mux4_2 > buf_2",
        "critPathRequiredTime_ns": 1.44,
        "reg2reg_to": "signal_ack[1]$_SDFFE_PN0P_",
        "critPathArrivalTime_ns": 1.37,
    },
    "power": {
        "pwr-share-comb_pct": 40.6,
        "clock_power_share_pct": 21.3,
        "switching_power_mw": 0.390,
        "total_power_mw": 1.29,
        "p_int_mw": 0.903,
        "p_leak_nw": 0.804,
        "seqPwrFrac_pct": 38.2,
        "p_per_area_nw_per_um2": 647,
        "swShare_pct": 30.1,
        "irDropWorstVdd_mv": 0.338,
    },
    "yosys": {
        "ys_chip_area_um2": 1200,
        "synth.ff_latch_count": 18,
        "ys_seq_share_pct": 30.1,
        "ys_async_sr_fraction_pct": 0,
        "yosysWarningCount": 3,
        "synth_area_leader_cell": "dfxtp_1",
        "yosysCellCount": 124,
        "yosysUniqueCellTypes": 27,
        "synth.avg_cell_area_um2": 9.65,
        "netlist_area_um2": 1200,
        "synth_cells": 124,
        "synthFlopType": "dfxtp_1",
        "edf_count": 0,
        "synth.area.top_cells": "dfxtp_1 (30%), mux4_2 (15%), ha_1 (10%), nor2b_1 (5.2%), nand2_1 (5.0%)",
        "top_area_share_pct": 30.1,
    },
    "detailed_routing": {
        "drt_first_iter_violations": 22,
        "vias_per_cell": 4.27,
        "firstDrtPassIters": 3,
        "vias": 1132,
        "drt-total-wl_um": 3400,
        "diodes": 0,
        "routedWlPerCell_um": 12.8,
        "postRouteAntennaNets": 0,
        "route.detailed.drc": 0,
    },
    "placement": {
        "place_inst": 258,
        "dpl.hpwl_um": 2710,
        "numPortBuffers": 58,
        "placed_area_um2": 1920,
        "place.gp.congestion": 0.812,
    },
    "min_path": {
        "worstHoldStart": "p_selections_q[1][1]$_SDFFE_PN0P_",
        "min_path_cells": 2,
        "min_path_type": "flop to flop",
        "whs_endpoint": "p_selections_q[2][1]$_SDFF_PP0_",
    },
    "die": {
        "die_x_um": 95,
        "fp.dieH_um": 95,
        "io-pin-count": 59,
        "initCoreUtil_pct": 21.9,
        "core_area_um2": 5470,
        "die_area_um2": 9030,
        "fp-row-count": 27,
    },
    "layout": {
        "final_cell_mix": "clkdlybuf4s50_1 (45), nand2_1 (16), dfxtp_1 (15), buf_4 (10), ha_1 (9)",
        "finalNonFillerCells": 265,
        "area_growth_pct": 67.1,
        "stdcell_area_um2": 2000,
        "fin_util_pct": 36.5,
        "drive_gt1_share_pct": 22.8,
        "n_fill_cell": 585,
        "mostFrequentLayoutCell": "clkdlybuf4s50_1",
    },
    "clock_network": {
        "cts_buffers": 3,
        "cts_tree": "built",
        "cts_num_sinks": 18,
        "cts-root-buf": "clkbuf_8",
        "clock_latency_ns": 0.25,
        "htree_levels": 1,
        "cts_max_path_buffers": 2,
        "clk_pin_slew_worst_paths_ns": 0.07,
        "ctsHoldBuffers": 0,
    },
    "grt": {
        "grt_max_degree": 20,
        "grt_usage_pct": 7.09,
        "antenna_found_initial": 0,
        "grt_pass1_wl_um": 5250,
        "overflow": 0,
        "grt_pass1_vias": 1122,
    },
    "run": {
        "cap_violations": 0,
        "warnings": 29,
    },
    "status": {
        "status": "finished, final reports clean",
    },
}
-- timing repair --
action,4_1_cts,5_1_grt
pin swaps,2,3
setup endpoints to repair,11,11
setup buffers,4,1
gates resized,36,9
-- flip-flops by register name, indices dropped and copies added, names as in the netlist --
| register | flops |
|---|---|
| p_compares_q | 4 |
| signal_ack | 4 |
| final_selection | 2 |
| cnt_stage | 1 |
| p_selections_q | 5 |
| state | 2 |
-- cells in the mapped netlist, types with 3 or more instances --
master	number
a21boi_0	4
a21oi_1	5
dfxtp_1	18
ha_1	10
inv_1	8
mux2i_1	4
mux4_2	8
nand2_1	16
nand2b_1	3
nand3_1	3
nor2_1	4
nor2b_1	10
o211ai_1	6
o21ai_0	6
or2b_1	3
-- logic make-up after synthesis --
group,synth area share [%]
flops,30.1
mux,18.4
simple gates,20.8
fa+ha+maj,10.5
compound gates,15.6
buf+inv,4.60
-- power by group through the flow --
stage     Combinational, mW  Sequential, mW  Clock, mW
4_1_cts               0.496           0.493      0.284
6_report              0.525           0.493      0.275
5_1_grt               0.602           0.502      0.298
-- per-stage QoR --
step / worst slack (ns) / hold slack (ns) / TNS, ns
2_1_floorplan: 0.235 / 0.410 / 0
3_3_place_gp: -0.316 / 0.425 / -3.17
3_5_place_dp: -0.350 / 0.428 / -3.33
4_1_cts: -0.00413 / 0.441 / -0.00413
5_1_grt: 0.00202 / 0.462 / 0
6_report: 0.0719 / 0.441 / 0
-- final cells by class --
class | instances | area, µm² | area share, %
multi-input combinational | 93 | 811 | 40.6
timing repair buffer | 71 | 659 | 33.0
sequential | 18 | 367 | 18.3
tap | 72 | 90.1 | 4.51
clock buffer | 3 | 41.3 | 2.07
inverter | 8 | 30.0 | 1.50
-- worst max-delay path, delay by kind of cell, from the launching register on --
kind,cells,cell delay [ns]
mux,1,0.48
flops,1,0.39
buf+inv,2,0.25
-- worst max-delay path by stage --
stage | cells after the start | from | slack [ns] | endpoint
after CTS | 4 | final_selection[0]$_SDFFE_PN0P_ | -0.004 | signal_out[0]
after global routing | 7 | priorities_in[1] | 0.002 | p_compares_q[0][0]$_SDFFE_PN1P_
final | 3 | final_selection[0]$_SDFFE_PN0P_ | 0.07 | signal_out[2]
-- metal layers --
layer	GRT usage (%)	vias to the layer above	part of all wire, %
met5	0	-	0
met4	1.25	0	1.3
met3	1.36	4	9.4
met2	11.0	52	38
met1	10.2	484	51
li1	-	592	-
No activity file was given, so power comes from the tool's default toggle rates.
